==> flow/design.v <==
module counter(clk, res, q);
input clk, res;
output reg [3:0] q;
always @(posedge clk) begin;
    if(res == 1'b1)
        q <= 4'b0000;
    else 
        q <= q + 4'b0001;
end
endmodule
==> flow/run.sh <==
#!/bin/bash
# OpenROAD 26Q1-2900-gdf79404cd8, Yosys 0.63+post, stock flow scripts
make -C /OpenROAD-flow-scripts/flow DESIGN_CONFIG=/design/flow/config.mk WORK_HOME=/design/flow/orfs finish
==> flow/config.mk <==
export PLATFORM = sky130hd
export DESIGN_NAME = counter
export DESIGN_NICKNAME = counter
export VERILOG_FILES = /design/flow/design.v
export SDC_FILE = /design/flow/constraint.sdc
export NUM_CORES = 4
export LEC_CHECK = 1
export CORE_AREA = 10 10 70 70
export DIE_AREA = 0 0 80 80
==> flow/constraint.sdc <==
current_design counter

set clk_period 1.2
set clk_io_pct 0.2

create_clock -name clk0 -period $clk_period [get_ports {clk}]

set non_clock_inputs [all_inputs -no_clocks]
set_input_delay [expr $clk_period * $clk_io_pct] -clock clk0 $non_clock_inputs
set_output_delay [expr $clk_period * $clk_io_pct] -clock clk0 [all_outputs]
==> flow_results.xml <==
<?xml version="1.0" encoding="UTF-8"?>
<metrics>
  <group name="global_route">
    <metric name="routing_usage_on_met2" unit="%">2.01</metric>
    <metric name="track_usage" unit="%">1.83</metric>
    <metric name="met3_usage" unit="%">3.18</metric>
    <metric name="grt_start_max_net_pins" unit="">4</metric>
    <metric name="total_overflow_reported_by_the_global_router" unit="">0</metric>
    <metric name="initial_antenna_violation_count" unit="">0</metric>
    <metric name="wire_length_of_the_first_global_routing_pass" unit="um">793</metric>
    <metric name="gr_busiest_metal" unit="">met3</metric>
    <metric name="grtUsageMet1" unit="%">1.53</metric>
    <metric name="grt_pass1_vias" unit="">170</metric>
  </group>
  <group name="worst_setup_path">
    <metric name="timing.critical_path.max_delay_family" unit="">flip-flops</metric>
    <metric name="terminus_of_the_critical_flop_to_flop_path" unit="">q[3]</metric>
    <metric name="critical_path_class" unit="">reg -&gt; out</metric>
    <metric name="critical_path.cell_chain" unit="">dlygate4sd2_1</metric>
    <metric name="regToRegSetupSlack" unit="ps">240</metric>
    <metric name="timing.critical_path.arrival" unit="ps">810</metric>
    <metric name="critical_path.max_fanout" unit="">3</metric>
    <metric name="crit_path_start_kind" unit="">flop</metric>
    <metric name="slowest_stage" unit="">dfxtp_2</metric>
    <metric name="crit-reg2reg-launch" unit="">q[2]</metric>
    <metric name="end_kind" unit="">primary output</metric>
    <metric name="crit_buf_inv" unit="">1</metric>
    <metric name="worst-endpoint-required" unit="ps">960</metric>
    <metric name="critPathMaxStageDelay" unit="ps">330</metric>
    <metric name="worst_r2r_path_depth" unit="">3</metric>
  </group>
  <group name="worst_hold_path">
    <metric name="worst_hold_path.num_cells" unit="">2</metric>
    <metric name="worstHoldEndpoint" unit="">q[0]</metric>
    <metric name="min_path_type" unit="">reg -&gt; reg</metric>
    <metric name="hold_path_startpoint" unit="">q[0]</metric>
  </group>
  <group name="drt">
    <metric name="vias" unit="">139</metric>
    <metric name="route.final.wire_length" unit="um">470</metric>
    <metric name="drtIter0Drc" unit="">1</metric>
    <metric name="drcViolationCount" unit="">0</metric>
    <metric name="drtAntennaViolNets" unit="">0</metric>
    <metric name="wl_per_cell" unit="um">6.53</metric>
    <metric name="route.detailed.vias_per_inst" unit="">1.93</metric>
    <metric name="router_iterations_before_antenna_repair" unit="">2</metric>
  </group>
  <group name="yosys">
    <metric name="synth_sequential_area_ratio" unit="%">55.2</metric>
    <metric name="synth.ff_latch_count" unit="">4</metric>
    <metric name="enable_flop_cells" unit="">0</metric>
    <metric name="ys_chip_area" unit="sq um">145</metric>
    <metric name="synthDominantCellAreaShare" unit="%">55.2</metric>
    <metric name="ys_cells" unit="">13</metric>
    <metric name="synth_area_leader_cell" unit="">dfxtp_1</metric>
    <metric name="yosys_warnings" unit="">1</metric>
    <metric name="common_cells" unit="">dfxtp_1, nor2_1, nor2b_1</metric>
    <metric name="postSynth.asyncResetShare" unit="%">0</metric>
    <metric name="syn-instance-count" unit="">13</metric>
    <metric name="yosys_most_used_dff" unit="">dfxtp_1</metric>
    <metric name="ys_top_cells_by_area" unit="">dfxtp_1, mux2_4, ha_1</metric>
    <metric name="post_synth_instance_area" unit="sq um">145</metric>
    <metric name="synthesis.area_per_instance" unit="sq um">11.2</metric>
    <metric name="yosys.cell_types.count" unit="">7</metric>
    <metric name="synth_dominant_cell_count" unit="">dfxtp_1</metric>
  </group>
  <group name="floorplanning">
    <metric name="die_h" unit="um">80</metric>
    <metric name="coreArea" unit="sq um">3420</metric>
    <metric name="ioPinCount" unit="">6</metric>
    <metric name="floorplan.rows" unit="">21</metric>
    <metric name="initCoreUtil" unit="%">4.25</metric>
    <metric name="die_area" unit="sq um">6400</metric>
    <metric name="die.size.x" unit="um">80</metric>
  </group>
  <group name="cts">
    <metric name="cts_num_sinks" unit="">4</metric>
    <metric name="clock_insertion_delay_worst_skew" unit="ps">240</metric>
    <metric name="ctsHtreeMaxLevel" unit="">1</metric>
    <metric name="cts_max_path_buffers" unit="">2</metric>
    <metric name="clock_tree.root_cell" unit="">clkbuf_4</metric>
    <metric name="path_clk_slew" unit="ps">40</metric>
    <metric name="cts_inserted_buffers" unit="">3</metric>
    <metric name="cts_tree" unit="">built</metric>
    <metric name="cts.hold.buffers_added" unit="">0</metric>
  </group>
  <group name="timing">
    <metric name="time_the_final_worst_path_needs_with_i_o_delays_and_setup" unit="ps">1050</metric>
    <metric name="grt_setup_unrepaired" unit="">no</metric>
    <metric name="timing.final.hold_violations" unit="">0</metric>
    <metric name="slew-limit-headroom" unit="%">91.0</metric>
    <metric name="finalClockPeriodUsage" unit="%">87.9</metric>
    <metric name="timing_max_transition_violations_final" unit="">0</metric>
    <metric name="worst_slack" unit="ps">146</metric>
    <metric name="max_freq" unit="MHz">948</metric>
    <metric name="finalClockSkew" unit="ps">6.06</metric>
    <metric name="timing.setup.tns" unit="ps">0</metric>
    <metric name="finalSetupViolations" unit="">0</metric>
    <metric name="timing.hold.ws" unit="ps">502</metric>
    <metric name="worst_pin_slew" unit="ps">134</metric>
  </group>
  <group name="final_layout">
    <metric name="syn2layout_area_growth" unit="%">112</metric>
    <metric name="largest_register_ff_count" unit="">4</metric>
    <metric name="largest_registers" unit="">q (4)</metric>
    <metric name="max_flop_register" unit="">q</metric>
    <metric name="drive_gt1_share" unit="%">48.0</metric>
    <metric name="final_core_utilization" unit="%">9.01</metric>
  </group>
  <group name="power">
    <metric name="p_total" unit="uW">365</metric>
    <metric name="ir_worst_vdd" unit="uV">201</metric>
    <metric name="power.density" unit="nW/um^2">1180</metric>
    <metric name="p_leak" unit="nW">0.133</metric>
  </group>
  <group name="placement">
    <metric name="io_buffer_count" unit="">5</metric>
    <metric name="detailedPlacementHpwl" unit="um">301</metric>
    <metric name="place_ws" unit="ps">36.5</metric>
    <metric name="globalplace.congestion" unit="">0.674</metric>
  </group>
  <group name="status">
    <metric name="outcome" unit="">completed</metric>
  </group>
  <group name="run">
    <metric name="maxCapViolCount" unit="">0</metric>
    <metric name="warning_count" unit="">25</metric>
  </group>
</metrics>
logic make-up (layout without fill, tap and decap cells):
logic type | Yosys count | in the layout | synth area share [%]
adder cells (fa/ha/maj) | 1 | 1 | 8.62
multiplexers | 1 | 1 | 10.3
buffers and inverters | 0 | 12 | 0
XOR/XNOR | 1 | 1 | 6.04
flip-flops | 4 | 4 | 55.2
other | 0 | 1 | 0
AND/OR/NAND/NOR | 6 | 6 | 19.8
layer usage:
metal  routed length [um]  part of all wire, %
met1                  182                   39
met2                  132                   28
met3                  141                   30
met4                   13                  2.8
met5                    0                    0
cell usage in the layout, fill, tap and decap left out:
| master | n |
|---|---|
| diode_2 | 1 |
| clkbuf_4 | 3 |
| nor2_1 | 3 |
| xnor2_1 | 1 |
| buf_4 | 4 |
| clkdlybuf4s50_1 | 1 |
| nand3_1 | 1 |
| nor2b_1 | 2 |
| dlygate4sd2_1 | 4 |
| dfxtp_2 | 4 |
| ha_1 | 1 |
| mux2_4 | 1 |
where the power goes:
| group | total, mW | switching, mW | internal [mW] | leakage, nW |
|---|---|---|---|---|
| registers | 0.150 | 0.00632 | 0.144 | 0.0343 |
| clock network | 0.174 | 0.0620 | 0.112 | 0.0138 |
| logic | 0.0399 | 0.0137 | 0.0262 | 0.0849 |
| total | 0.365 | 0.0820 | 0.283 | 0.133 |
worst max path at each step:
stage         startpoint   end  slack [ps]  depth (start not counted)
finish              q[1]  q[1]         150                          1
global route        q[1]  q[1]         100                          1
CTS                 q[1]  q[1]         130                          1
per-stage QoR:
step / cell area [sq um] / instances
finish: 308 / 72
global route: 305 / 71
CTS: 305 / 71
global placement: 260 / 65
floorplan: 145 / 13
detailed placement: 260 / 65
worst min-delay path: stages, from the launching register on:
cell and delay, ps:
dfxtp_2 310, buf_4 110, nor2_1 40
what timing repair did:
action / in CTS / in global routing
endpoints found under the setup margin: 4 / 0
hold endpoints to repair: 0 / 0
resized: 8 / 0
buffers inserted: 3 / 0
cell type report:
cell class                      count  area, sq um
Antenna cell                        1         2.50
Clock buffer                        3         22.5
Fill cell                         403         3110
Multi-Input combinational cell      9         65.1
Sequential cell                     4         85.1
Tap cell                           46         57.6
Timing Repair Buffer                9         75.1
No activity file was given, so power comes from the tool's default toggle rates.
