File: flow/run.sh
#!/bin/bash
# OpenROAD 26Q1-2900-gdf79404cd8, Yosys 0.63+post, stock flow scripts
make -C /OpenROAD-flow-scripts/flow DESIGN_CONFIG=/design/flow/config.mk WORK_HOME=/design/flow/orfs finish
File: flow/config.mk
export PLATFORM = sky130hd
export DESIGN_NAME = my_CPU16v3
export DESIGN_NICKNAME = my_CPU16v3
export VERILOG_FILES = /design/flow/design.v
export SDC_FILE = /design/flow/constraint.sdc
export NUM_CORES = 4
export LEC_CHECK = 1
export CORE_AREA = 10 10 113 113
export DIE_AREA = 0 0 123 123
File: flow/constraint.sdc
current_design my_CPU16v3

set clk_period 11.9
set clk_io_pct 0.2

create_clock -name clk0 -period $clk_period [get_ports {CK}]

set non_clock_inputs [all_inputs -no_clocks]
set_input_delay [expr $clk_period * $clk_io_pct] -clock clk0 $non_clock_inputs
set_output_delay [expr $clk_period * $clk_io_pct] -clock clk0 [all_outputs]
File: flow/design.v
module my_FA2( Cin, A, B, R, Cout );
input Cin, A, B;
output R, Cout;
  assign R = (A&~B&~Cin)|(~A&B&~Cin)|(~A&~B&Cin)|(A&B&Cin);
  assign Cout = (A&B)|(A&Cin)|(B&Cin);
endmodule
module my_FAS( Cin, A, B, R, Cout, S_SUB );
input Cin, A, B, S_SUB;
output R, Cout;
wire b_in;
my_FA2 my_fa( Cin, A, b_in, R, Cout );
  assign b_in = (B&~S_SUB)|(~B&S_SUB);
endmodule
module my_ALUI( Cin, A, B, R, Cout, S_SUB, S_FAS, S_AND, S_OR, S_XOR, S_NOT );
input Cin, A, B, S_SUB, S_FAS, S_AND, S_OR, S_XOR, S_NOT;
output R, Cout;
wire fas_out, and_out, or_out, xor_out, not_out;
my_FAS my_fas( Cin, A, B, fas_out, Cout, S_SUB );
  assign R = (S_FAS&fas_out)|(S_AND&(A&B))|(S_OR&(A|B))|(S_XOR&(A^B))|(S_NOT&(~A));
endmodule
module my_ALU( A, B, R, Cout, S_SUB, S_FAS, S_AND, S_OR, S_XOR, S_NOT );
input [15:0] A, B;
input S_SUB, S_FAS, S_AND, S_OR, S_XOR, S_NOT;
output [15:0] R;
output Cout;
wire [15:0] c;
my_ALUI my_alu0( S_SUB, A[0], B[0], R[0], c[0], S_SUB, S_FAS, S_AND, S_OR, S_XOR, S_NOT);
my_ALUI my_alu1( c[0], A[1], B[1], R[1], c[1], S_SUB, S_FAS, S_AND, S_OR, S_XOR, S_NOT);
my_ALUI my_alu2( c[1], A[2], B[2], R[2], c[2], S_SUB, S_FAS, S_AND, S_OR, S_XOR, S_NOT);
my_ALUI my_alu3( c[2], A[3], B[3], R[3], c[3], S_SUB, S_FAS, S_AND, S_OR, S_XOR, S_NOT);
my_ALUI my_alu4( c[3], A[4], B[4], R[4], c[4], S_SUB, S_FAS, S_AND, S_OR, S_XOR, S_NOT);
my_ALUI my_alu5( c[4], A[5], B[5], R[5], c[5], S_SUB, S_FAS, S_AND, S_OR, S_XOR, S_NOT);
my_ALUI my_alu6( c[5], A[6], B[6], R[6], c[6], S_SUB, S_FAS, S_AND, S_OR, S_XOR, S_NOT);
my_ALUI my_alu7( c[6], A[7], B[7], R[7], c[7], S_SUB, S_FAS, S_AND, S_OR, S_XOR, S_NOT);
my_ALUI my_alu8( c[7], A[8], B[8], R[8], c[8], S_SUB, S_FAS, S_AND, S_OR, S_XOR, S_NOT);
my_ALUI my_alu9( c[8], A[9], B[9], R[9], c[9], S_SUB, S_FAS, S_AND, S_OR, S_XOR, S_NOT);
my_ALUI my_alu10( c[9], A[10], B[10], R[10], c[10], S_SUB, S_FAS, S_AND, S_OR, S_XOR, S_NOT);
my_ALUI my_alu11( c[10], A[11], B[11], R[11], c[11], S_SUB, S_FAS, S_AND, S_OR, S_XOR, S_NOT);
my_ALUI my_alu12( c[11], A[12], B[12], R[12], c[12], S_SUB, S_FAS, S_AND, S_OR, S_XOR, S_NOT);
my_ALUI my_alu13( c[12], A[13], B[13], R[13], c[13], S_SUB, S_FAS, S_AND, S_OR, S_XOR, S_NOT);
my_ALUI my_alu14( c[13], A[14], B[14], R[14], c[14], S_SUB, S_FAS, S_AND, S_OR, S_XOR, S_NOT);
my_ALUI my_alu15( c[14], A[15], B[15], R[15], c[15], S_SUB, S_FAS, S_AND, S_OR, S_XOR, S_NOT);
  assign Cout = c[15];
endmodule
module my_decoder(IR, IsALU, IsADDI, IsADD, IsSUB, IsAND, IsOR, IsXOR, IsNOT, IsLDIn);
input [15:0] IR;
output IsALU, IsADDI, IsADD, IsSUB, IsAND, IsOR, IsXOR, IsNOT, IsLDIn;
assign IsALU = ~IR[15]&~IR[14]&~IR[13]&~IR[12];
assign IsADDI = ~IR[15]&IR[14]&~IR[13]&~IR[12];
assign IsADD = IR[7]&~IR[6]&IR[5]&~IR[4];
assign IsSUB = ~IR[7]&~IR[6]&IR[5]&~IR[4];
assign IsAND = IR[7]&IR[6]&~IR[5]&~IR[4];
assign IsOR = IR[7]&IR[6]&IR[5]&~IR[4];
assign IsXOR = IR[7]&IR[6]&~IR[5]&IR[4];
assign IsNOT = IR[7]&~IR[6]&IR[5]&IR[4];
assign IsLDIn = ~IR[15]&~IR[14]&IR[13]&~IR[12];
endmodule
module my_registers( WN, N1, N2, WD, RD1, RD2, CK );
input [3:0] WN, N1, N2;
input [15:0] WD;
input CK;
output [15:0] RD1, RD2;
reg [15:0] registers[0:15];
always @( posedge CK ) begin
  registers[WN] <= WD;
end
assign RD1 = registers[N1];
assign RD2 = registers[N2];
initial begin
    registers[0] = 0;
    registers[1] = 1;
    registers[2] = 2; 
    registers[3] = 3;
    registers[4] = 4;
    registers[5] = 5;
    registers[6] = 6;
    registers[7] = 10; 
    registers[8] =  16'b0000000000000000;
    registers[9] =  16'b0000000000000001;
    registers[10] = 16'b0000000000000010;
    registers[11] = 16'b0000000000000011;
    registers[12] = 16'b0000000000000100;
    registers[13] = 16'b0000000000000101;
    registers[14] = 16'b0000000000000110;
    registers[15] = 16'b0000000000000111; 
end
endmodule
module my_memory( ADDR, DATA );
input [15:0] ADDR;
output [15:0] DATA;
reg [7:0] mem[0:63];  
assign DATA  = { mem[ADDR], mem[ADDR+1] };
initial begin
    mem[0] = 8'b00100000;
    mem[1] = 8'b11001111;
    mem[2] = 8'b00100001;
    mem[3] = 8'b11001111;
    mem[4] = 8'b00000000;
    mem[5] = 8'b10100001;
end
endmodule
module my_CPU16v3(CK,SW,RegIn);
input CK;
input [2:0] SW;
output [15:0] RegIn;
reg [15:0] PC;
wire IsALU, IsADDI, IsADD, IsSUB, IsAND, IsOR, IsXOR, IsNOT, S_SUB, S_FAS, IsLDIn;
wire [15:0] A, B, IR, R;
wire Cout;
assign S_SUB = IsSUB;
assign S_FAS = IsADD | IsSUB;
my_registers register1( .WN(IR[11:8]), .N1(IR[11:8]), .N2(IR[3:0]), .WD(RegIn), .RD1(A), .RD2(B), .CK(CK));
my_ALU alu1( A, B, R, Cout, S_SUB, S_FAS, IsAND, IsOR, IsXOR, IsNOT );
my_decoder decoder1(IR, IsALU, IsADDI, IsADD, IsSUB, IsAND, IsOR, IsXOR, IsNOT, IsLDIn );
my_memory memory1(PC, IR); 
always @( posedge CK ) begin
    PC <= PC+2;
end
assign RegIn = (IsLDIn == 1'b1) ? {13'b0000_0000_0000_0, SW} : R;
initial begin
    PC = 0;
end
endmodule
==> results.toml <==
# physical design summary
[clock_tree]
clk_pin_slew_ns = 0.06
hold_buffers = 0
cts-root-buf = "clkbuf_8"
clkLatencyLatePin_ns = 0.28
cts-htree-levels = 2
cts-buffers-inserted = 5
clock_sinks = 34
cts_tree = "done"
cts_setup_buffers = 0
cts_resized = 0
clockBufferDepth = 2

[yosys]
syn_inst = 113
ys_ff = 34
netlist_area_mm2 = 0.00169
ys_cells = 113
avgSynthCellArea_um2 = 14.9
ys_types = 20
synth_warnings = 3
yosys_area_mm2 = 0.00169
postSynthSeqShare = 0.593

[setup_path]
critPathTopFamily = "adder cells"
r2r-start = "PC[2]$_DFF_P_"
critPathMaxStageDelay_ns = 0.57
slowest_stage = "ha_1"
path_buffers = 3
required_ns = 9.52
critPathMostFrequentCell = "fa_1"
path_max_fanout = 18
path_class = "flop to output pin"
cp-start-kind = "flop"
worstSetupEndpointType = "output pin"
cp-startpoint = "PC[2]$_DFF_P_"
path_cells = "clkinv_1 > ha_1 > mux2i_1 > fa_1 > fa_1 > fa_1 > fa_1 > fa_1 > fa_1 > fa_1 > fa_1 > fa_1 > fa_1 > fa_1 > fa_1 > fa_1 > inv_1 > fa_1 > and2_1 > clkdlybuf4s50_1"
cp.arrival_ns = 8.01

[routing]
routed_wl_mm = 2.97
firstDrtPassIters = 3
drt_iter0_markers = 36
vias_per_cell = 3.22
dr_total_vias = 878
wl_per_cell_um = 10.9
drc = 0
drt.antenna.violating_nets = 0
diodes = 0

[die]
die_w_um = 123
core_mm2 = 0.0103
row_count = 37
fp.dieH_um = 123
ioPinCount = 20
fp_util = 0.164
dieArea_mm2 = 0.0151

[timing]
slew_headroom = 0.561
fin_crit_sh = 0.873
rsz0062_at_grt = "false"
setup_viol = 0
period_minus_slack_ns = 10.39
fmax_mhz = 96.2
hold_viol = 0
finClkSkew_ns = 0.00723
fin_tns_setup_ns = 0
finalMaxSlewViolations = 0
worstMarginPinSlew_ns = 0.658

[global_route]
grt_max_degree = 25
use_met2 = 0.0646
grt_pass1_vias = 1012
antenna_found_initial = 0
grt.met3_usage = 0.0231
grt_overflow_total = 0
grt_use_total = 0.0426
grt_pass1_wl_mm = 5.04
use_met1 = 0.0550
busiest_layer = "met2"

[place]
gp_congestion = 0.745
io_buffers = 19
dpl.hpwl_mm = 2.08

[power_and_ir_drop]
max-vdd-ir-drop_mv = 0.0357
p_per_area_mw_per_mm2 = 102
internal_power_w = 0.000177
combPwrFrac = 0.010
p_seq_frac = 0.598
clkPwrFrac = 0.391
power_w = 0.000216
leakagePower_nw = 0.637
power_switching_w = 0.0000384
swShare = 0.178

[run_status]
run_status = "finished clean"

[flow_run]
log.warning_count = 26
maxCapViolCount = 0

[min_path]
hp-class = "flop to flop"
min_from = "PC[1]$_DFF_P_"

[finish]
lay_top_count = "edfxtp_1"
layout-drive-gt1-share = 0.0876
area_delta_synth_final_pct = 25.7
lay_top_cells = "edfxtp_1, clkdlybuf4s50_1, nor2_1, fa_1, mux2i_1"
[Yosys cell counts]
master,n,area share
nand2b_1,1,0.0037
dfxtp_1,2,0.024
clkbuf_1,1,0.0022
edfxtp_1,32,0.57
a21oi_1,2,0.0059
inv_1,5,0.011
buf_4,1,0.0044
o21ai_0,2,0.0059
or3_1,1,0.0037
nor2_1,14,0.031
xnor2_1,1,0.0052
nand2_1,12,0.027
fa_1,14,0.17
ha_1,3,0.022
buf_2,2,0.0059
clkinv_1,1,0.0022
and2_1,2,0.0074
mux2_2,3,0.020
mux2i_1,13,0.077
buf_6,1,0.0067
[final cells by class]
cell class | instances | area (um2)
repair buffers | 21 | 205
clock buffers | 7 | 86.3
fillers | 1078 | 8200
flip-flops and latches | 34 | 1000
well taps | 136 | 170
clock inverters | 1 | 5.00
multi-input cells | 68 | 633
inverters | 6 | 22.5
[layer usage]
layer  vias up  share of wire
met5         -              0
met4         0          0.011
met3         4          0.089
met2        27           0.42
met1       417           0.48
li1        430              -
[worst reg2reg max path, stage by stage (launching register included)]
cell and delay (ns):
dfxtp_1 0.33, clkinv_1 0.40, ha_1 0.58, mux2i_1 0.21, fa_1 0.46, fa_1 0.39, fa_1 0.39, fa_1 0.39
fa_1 0.39, fa_1 0.38, fa_1 0.39, fa_1 0.39, fa_1 0.39, fa_1 0.40, fa_1 0.39, fa_1 0.40
fa_1 0.38, inv_1 0.08, fa_1 0.40, and2_1 0.19
[flip-flops by register name, summed over array words and instances, names as in the netlist]
signal               count
register1.registers     32
PC                       2
[kinds of logic after synthesis]
| family | Yosys count | share of synthesized area |
|---|---|---|
| XOR/XNOR | 1 | 0.00519 |
| AND-OR/OR-AND | 4 | 0.0119 |
| AND/OR/NAND/NOR | 30 | 0.0726 |
| buffers and inverters | 11 | 0.0326 |
| adder cells (fa/ha/maj) | 17 | 0.188 |
| flip-flops | 34 | 0.593 |
| multiplexers | 16 | 0.0970 |
[final timing paths]
path | to | slack [ns] | cells past startpoint
max | RegIn[14] | 1.51 | 20
min | PC[1]$_DFF_P_ | 0.41 | 1
max reg2reg | register1.registers[0][14]$_DFFE_PN_ | 4.34 | 19
min reg2reg | PC[1]$_DFF_P_ | 0.41 | 1
[power by group through the flow]
stage         clock (W)  sequential [W]  combinational [W]
finish        0.0000844        0.000129         0.00000218
global route  0.0000932        0.000129         0.00000248
CTS           0.0000874        0.000129         0.00000228
[through the flow]
stage	util	setup slack [ns]	hold WS [ns]	instance area (um2)	cells
floorplan	-	2.20	0.374	1690	113
global placement	0.197	1.69	0.383	2030	265
detailed placement	0.197	1.69	0.399	2030	265
CTS	0.206	1.39	0.414	2120	273
global route	0.206	0.965	0.435	2120	273
finish	0.206	1.51	0.415	2120	273
